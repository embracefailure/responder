**config.mk**
```make
export PLATFORM = sky130hd
export DESIGN_NAME = key_filter
export DESIGN_NICKNAME = key_filter
export VERILOG_FILES = /design/flow/design.v
export SDC_FILE = /design/flow/constraint.sdc
export NUM_CORES = 4
export LEC_CHECK = 1
export CORE_AREA = 10 10 109 109
export DIE_AREA = 0 0 119 119
```
**constraint.sdc**
```tcl
current_design key_filter

set clk_period 2.7
set clk_io_pct 0.2

create_clock -name clk0 -period $clk_period [get_ports {clk}]

set non_clock_inputs [all_inputs -no_clocks]
set_input_delay [expr $clk_period * $clk_io_pct] -clock clk0 $non_clock_inputs
set_output_delay [expr $clk_period * $clk_io_pct] -clock clk0 [all_outputs]
```
**design.v**
```verilog
module key_filter(clk,rstn,Set_Time,key_in,key_deb);
    input clk;
    input rstn;
    input Set_Time;
    input [3:0] key_in;
    output [3:0] key_deb;
    parameter CNTMAX = 999_999;
    reg [19:0] cnt = 0;
    always@(posedge clk or negedge rstn) begin
        if(~rstn)
            cnt <= 0;
        else if(cnt == CNTMAX)
            cnt <= 0;
        else
            cnt <= cnt + 1'b1;
     end
     reg [3:0] key_reg0;
     reg [3:0] key_reg1;
     reg [3:0] key_reg2; 
     always@(posedge clk or negedge rstn) begin
        if(~rstn) begin
            key_reg0 <= 4'b1111;
            key_reg1 <= 4'b1111;
            key_reg2 <= 4'b1111;
        end
        else if(cnt == CNTMAX) begin
            key_reg0 <= key_in;
            key_reg1 <= key_reg0;
            key_reg2 <= key_reg1;
        end
    end
    assign key_deb = (~key_reg0 & ~key_reg1 & ~key_reg2) | (~key_reg0 & ~key_reg1 & key_reg2);
endmodule
```
**run.sh**
```bash
#!/bin/bash
# OpenROAD 26Q1-2900-gdf79404cd8, Yosys 0.63+post, stock flow scripts
make -C /OpenROAD-flow-scripts/flow DESIGN_CONFIG=/design/flow/config.mk WORK_HOME=/design/flow/orfs finish
```
==> metrics.yaml <==
detailedRoute.firstIterationViolations: 21
top_cells_by_area: "sky130_fd_sc_hd__dfrtp_1, sky130_fd_sc_hd__dfstp_2, sky130_fd_sc_hd__xnor2_1"
wire_length_of_the_first_global_routing_pass_um: 3950
timing.reg2reg.setup_slack_ns: 0.32
pin_count: 11
drt-pass1-iter-count: 6
critical_path_peak_fanout: 4
routed_via_density: 3.25
cp.arrival_ns: 2.58
antenna_cells_inserted: 0
top_area_cell: "sky130_fd_sc_hd__dfrtp_1"
warning_count: 26
die-width_um: 119
seq_power_share_pct: 60.9
clockPowerShare_pct: 36.9
setup_viol: 0
cts_setup_buffers: 0
area.growth.synth_to_final_pct: 24.1
synth-simple-area-share_pct: 20.5
combinationalPowerShare_pct: 2.3
num_rows: 36
gpl.final_weighted_congestion: 0.744
yosys.stat.chipArea_mm2: 0.00129
final.period_utilization_pct: 88.3
worstSetupEndpointType: "register"
cp.required_ns: 2.90
synth.cell_area_mm2: 0.00129
grt_setup_unrepaired: "no"
common_cells: "sky130_fd_sc_hd__dfrtp_1, sky130_fd_sc_hd__nor2_1, sky130_fd_sc_hd__xnor2_1"
die_area_mm2: 0.0142
synth_flop_count: 28
design.core.area_mm2: 0.00964
largest_net_degree_at_the_start_of_global_routing: 29
dp_hpwl_um: 1570
clock_skew_ns: 0.00319
die.size.y_um: 119
grt_pass1_vias: 822
place_worst_setup_slack_ns: 0.297
worstMarginPinSlew_ns: 0.578
synthDistinctLibCells: 30
worst_hold_path_type: "reg2reg"
number_of_enable_type_register_cells_in_the_synthesized_netlist: 0
pre_placement_core_utilization_pct: 13.4
crit_path_start_kind: "register"
total_switching_power_uw: 132
timing.slew.headroom_pct: 61.1
fmax_mhz: 419
avgRoutedWirePerCell_um: 8.42
maximum_capacitance_violations: 0
synthesis.yosys.warnings: 1
clock_tree_buf_depth: 2
clock_tree.htree_level_count: 1
post_synth_main_logic_family: "simple AND/OR/NAND/NOR gates"
status: "finished, final reports clean"
grt_usage_pct: 3.18
postLayoutCoreUtil_pct: 16.6
switching_share_pct: 19.2
ys_cells: 115
p_leak_uw: 0.000620
antenna_found_initial: 0
cts.sink_count: 28
final-hold-violation-count: 0
maximum_vdd_drop_v: 0.000168
cts_tree: "yes"
synthCells: 115
numCtsBuffers: 3
postSynthSeqShare_pct: 55.0
gr-total-overflow: 0
num_vias: 848
yosys.cell_count.top_type: "sky130_fd_sc_hd__dfrtp_1"
portBuffers: 9
wirelength_um: 2200
setup-tns-final_ns: 0
critical_path_type: "reg2reg"
post_synth_mux_area_share_pct: 8.62
adder_share_pct: 0.968
post-route-min-period_ns: 2.38
insertion_delay_ns: 0.27
fin_worst_setup_slack_ns: 0.315
ant_nets: 0
post_synth_xor_area_fraction_pct: 8.81
postCtsResizedCells: 0
drcViolationCount: 0
syn_area_cell_um2: 11.2
aoi_share_pct: 3.48
yosysTopAreaCellShare_pct: 38.7
asyncSetResetFlopFracSynth_pct: 100
fillCellCount: 1074
cts_root_buf: "sky130_fd_sc_hd__clkbuf_8"
final_max_slew_viol_count: 0
p_per_area_mw_per_mm2: 430
synth-main-ff-cell: "sky130_fd_sc_hd__dfrtp_1"
cts.clk_slew.worst_paths_ns: 0.09
internal_power_uw: 557
drive_above_1_share_pct: 17.2
postCtsHoldBufs: 0
==> layer usage <==
metal | vias to the layer above | share of wire (%) | wire (µm) | global-route usage (%)
li1 | 427 | - | - | -
met1 | 405 | 52 | 1140 | 4.70
met2 | 12 | 43 | 953 | 4.63
met3 | 4 | 3.6 | 80 | 0.815
met4 | 0 | 1.3 | 29 | 0.534
met5 | - | 0 | 0 | 0
==> power by group through the flow <==
| stage | Combinational [µW] | Sequential [µW] | Clock (µW) |
|---|---|---|---|
| final | 15.8 | 420 | 254 |
| after global routing | 18.2 | 420 | 282 |
| after CTS | 16.6 | 420 | 265 |
==> per-stage QoR <==
step	std cells	total power [µW]	cell area, µm²	hold WS, ns
after global routing	261	720	1600	0.499
after CTS	261	701	1600	0.472
after global placement	257	444	1550	0.454
final	261	690	1600	0.471
after floorplan	115	428	1290	0.244
after detailed placement	257	444	1550	0.451
==> state kept, by name, summed over array words and instances, names as in the netlist <==
signal    count
cnt          20
key_reg1      4
key_reg0      4
==> path summary, 6_finish.rpt <==
path,depth (start not counted),endpoint,startpoint
min in group asynchronous,2,cnt[16]$_DFF_PN0_,rstn
max,5,key_reg0[3]$_DFFE_PN1N_,cnt[7]$_DFF_PN0_
max in group asynchronous,2,key_reg1[0]$_DFFE_PN1N_,rstn
min,1,cnt[0]$_DFF_PN0_,cnt[0]$_DFF_PN0_
max reg2reg,5,key_reg0[3]$_DFFE_PN1N_,cnt[7]$_DFF_PN0_
min reg2reg,1,cnt[0]$_DFF_PN0_,cnt[0]$_DFF_PN0_
==> cells by family (layout without fill, tap and decap cells) <==
kind of cell / Yosys count / after routing
adder cells (fa/ha/maj): 1 / 1
XOR/XNOR: 13 / 13
AND-OR/OR-AND: 8 / 8
multiplexers: 9 / 9
flip-flops: 28 / 28
buffers and inverters: 6 / 19
AND/OR/NAND/NOR: 50 / 50
==> cell type report <==
cell class                 instances  area, µm²  share of cell area [%]
timing repair buffer              12        113                    7.02
sequential                        28        711                    44.3
multi-input combinational         81        548                    34.2
inverter                           3       11.3                   0.702
clock buffer                       4       55.1                    3.43
tap                              133        166                    10.4
==> cell usage in the layout (no fill, tap or decap), drive strengths merged <==
master         instances
nand3                  7
and2                   1
nor2                  14
xor2                   4
nor3                   4
nor4                   1
or4                    5
mux2                   8
inv                    3
buf                    3
nand4                  3
dfrtp                 20
and3                   1
dfstp                  8
or4b                   1
mux2i                  1
nand2b                 1
ha                     1
a21oi                  4
clkbuf                 4
or3                    3
o21ai                  2
or2                    2
clkdlybuf4s50          9
o31ai                  2
xnor2                  9
nand2                  7
==> critical path: stages (launching register included) <==
cell and delay, ns:
sky130_fd_sc_hd__dfrtp_1 0.42, sky130_fd_sc_hd__or4_1 0.54, sky130_fd_sc_hd__or4_4 0.55, sky130_fd_sc_hd__nor3_2 0.30
sky130_fd_sc_hd__buf_4 0.20, sky130_fd_sc_hd__mux2_1 0.32
No activity file was given, so power comes from the tool's default toggle rates.
