**config.mk**
```make
export PLATFORM = sky130hd
export DESIGN_NAME = Sel_module
export DESIGN_NICKNAME = Sel_module
export VERILOG_FILES = /design/flow/design.v
export SDC_FILE = /design/flow/constraint.sdc
export NUM_CORES = 4
export LEC_CHECK = 1
export CORE_UTILIZATION = 40
```
**constraint.sdc**
```tcl
current_design Sel_module

set clk_period 3.7
set clk_io_pct 0.2

create_clock -name clk0 -period $clk_period [get_ports {CLK}]

set non_clock_inputs [all_inputs -no_clocks]
set_input_delay [expr $clk_period * $clk_io_pct] -clock clk0 $non_clock_inputs
set_output_delay [expr $clk_period * $clk_io_pct] -clock clk0 [all_outputs]
```
**design.v**
```verilog
module Sel_module
(
	RSTn, CLK, K1, K2, K3, K4, LED_Out, Player_Number, Timer_Start, Buzzer_Enable, Block_Sel
); 
	input CLK;
	input RSTn;
	input K1, K2, K3, K4; 
   input Block_Sel;  
	output reg [3:0]LED_Out;
	output reg [3:0]Player_Number;
	output reg Timer_Start;
    output reg Buzzer_Enable;
	reg Block; 	
	reg [24:0]Count = 'd0;
	always @ ( posedge CLK or negedge RSTn ) 
	begin 	
		if( !RSTn ) 
		begin 
			LED_Out <= 4'b0;  
			Block <= 0; 
			Timer_Start <= 0;			
			Count <= 'd0;	
			Player_Number <= 4'd10;	 
			Buzzer_Enable <= 0;			
		end
		else if( RSTn == 1 )	 
		begin
			if (!Block && !Block_Sel)  
            begin
            	LED_Out <= 4'b0;  
				Timer_Start <= 1;   
                Buzzer_Enable<=0;              
			end
			if( !Timer_Start ) 	 
			begin
				if( Count == 25'd24_999_999 )
				begin
					Buzzer_Enable <= 0;		 
					Count <= Count;
				end
				else 
				begin
					Buzzer_Enable <= 1;	 
					Count <= Count + 25'b1;
				end
			end
			if (!Block_Sel)  
			begin
				if( K1 && !Block ) 	
				begin 
					LED_Out <= 4'b0001;	
					Block <= 1; 
					Timer_Start <= 0;	 
					Player_Number <= 4'd1; 
					Buzzer_Enable <= 1; 
				end 
				else if( K2 && !Block ) 
				begin 
					LED_Out <= 4'b0010;
					Block <= 1;
					Timer_Start <= 0;
					Player_Number <= 4'd2;
					Buzzer_Enable <= 1;	
				end 		
				else if( K3 && !Block ) 
				begin 
					LED_Out <= 4'b0100;
					Block <= 1;
					Timer_Start <= 0; 
					Player_Number <= 4'd3;
					Buzzer_Enable <= 1;
				end 	 
				else if( K4 && !Block ) 
				begin 
					LED_Out <= 4'b1000;
					Block <= 1;
					Timer_Start <= 0;
					Player_Number <= 4'd4;	
					Buzzer_Enable <= 1;
				end 
			end
		end
	end 
endmodule
```
**run.sh**
```bash
#!/bin/bash
# OpenROAD 26Q1-2900-gdf79404cd8, Yosys 0.63+post, stock flow scripts
make -C /OpenROAD-flow-scripts/flow DESIGN_CONFIG=/design/flow/config.mk WORK_HOME=/design/flow/orfs finish
```
==> summary.txt <==
Main metrics from the flow reports.

The flow ran to the end, and the final reports show no timing, DRC or antenna violations. Counting along the longest clock path gives a buffer depth of 2. The endpoint identified for the worst register-to-register timing path is Count[16]$_DFFE_PN0P_. The cell count in the Yosys report is 151. Per the detailed-route log, wirelength across all metal layers totals 2990 um.

The antenna diode count came out at 0. The end-of-flow timing check tallies setup violations at 0. The sequential power share is 51.5%. In the layout the commonest cells are dfrtp_1, nand2_1, clkdlybuf4s50_1.

The area share of the leading cell type in the synthesized netlist is 51.6%. The minimum clock period after layout came out at between 2000 and 2500 ps. The area taken by flip-flops and latches is 903 um2. The warning tally printed by Yosys for this design is 1.

Per the detail_route report, DRC violations left total 0. The proportion of power drawn by combinational gates is 18.2%. The net switching power came out at 0.253 mW. The core utilization before placement is 43.4%. Setup slack on the worst reg-to-reg path comes out at 1670 ps. The number of cells on the worst reg-to-reg path came out at 5. The average via count per standard cell is 5.25. The worst path uses 55.0% of the clock period. The post-DP HPWL is 2130 um. The number of fill cells in the layout came out at 338. The most instantiated logic cell after routing is dfrtp_1. The synthesized netlist occupies a cell area of around 1600 um2. In the per-layer breakdown of the detailed-route log, met1 shows 1520 um. In the post-synthesis netlist, the biggest area contributors are dfrtp_1, xnor2_1, xor2_1, nand2_1, nand3_1.

In the synthesized netlist, the number of instances is 151. The worst IR drop on VDD came out at approximately 200 uV. The count of final hold-check violations came out at 0. The chip area estimate from yosys synthesis came out at 1650 um2. The critical path maximum fanout is 11. The routed length per placed instance is 13.5 um. The max-slew violation total from the final report came out at 0. The count of buffers inserted at the top-level ports is 16. The number of DRC markers in iteration 0 is 102. The via count of the routed design is 1166.

The topmost layer with routed signal wires is met4. The critical path data arrival time is roughly 2200 ps. Routability-driven placement finished with a final weighted congestion of 0.837. The post-route clock skew came out at 3.87 ps. The worst setup path is captured at a flip-flop. The unique cell type count in the Yosys netlist came out at 39. The number of hold buffers added after cts is 0. For the worst setup path, the data required time is around 3900 ps. The count of max-cap constraint violations is 0. The initial antenna violation count is 0.

The worst setup path is of the flip-flop to flip-flop kind. The leading area contributor after synthesis is dfrtp_1. Once the clock tree was built, the resizer swapped 0 gates to a different size. The later-pin clock latency in the skew report came out at a little under 300 ps. Per the OpenROAD floorplan log, the height of the die is 66.2 um.

The total number of warnings across the stage logs came out at 25. The routed length on met2 is 1310 um. The detail route stage leaves a number of antenna-violating nets equal to 0. The total grt overflow is 0.

Per the summary, power density relative to cell area is 507 nW/um2. The CTS log lists the clock sinks for this run as 36. The count of library flops with an enable pin is 0.

The worst slew margin relative to its limit came out at between 50% and 60%. The total number of H-tree levels came out at 2. The number of detailed-route iterations in the first pass came out at 4.

Setup repair after global routing left no endpoint under its margin. The post-route netlist has about an eighth of its cells at a drive strength greater than 1. The root buffer cell chosen for the clock tree is clkbuf_8. The post-synthesis register bit count is 36. The most critical min-delay path falls under input port to asynchronous set/reset pin. The multi-input combinational cells in the finished layout cover a total of roughly 720 um2.

The area added between synthesis and finish is 18.7%. Adding up every negative setup slack in the final design gives 0 ps. 17 I/O pins were placed. Timing would allow up to 492 MHz. The global-route wire length before repair is between 5000 and 6000 um.

TritonCTS built the clock tree. The mean instance size in the synthesized netlist came out at 10.9 um2. For this run, the register share of the synthesized area comes to between 50% and 60%. The via count of the first global-routing pass came out at approximately 1100.

Overall routing resource usage recorded by global route was between 10% and 20%. The clock transition at the registers of the reported paths came out at approximately 70 ps. STA lists the startpoint of the worst register-to-register path as Count[12]$_DFFE_PN0P_. The horizontal die dimension reported for this design is approximately 66 um.

The worst setup path is launched from a flip-flop. The cell total after placement is about 210. The proportion of total power due to net switching is 25.5%.

The final standard cell count with taps included and fillers excluded is 222. The core area came out at approximately 3800 um2. The number of buffers added by the clock tree synthesis step is 5. The clock network accounts for 30.4% of the total power. Per the synth stats, the proportion of register bits with asynchronous set or reset is 100%. The buffers inserted during post-CTS setup optimization came out at 0. Entering global routing, the biggest net connects 23 pins. Post-synth the commonest register cell is dfrtp_1.

The chip area is 4380 um2. The leakage power summed over all cells came out at just under 0.9 nW. The site row count is 22. The total met3 wirelength after detailed routing is 123 um. The transition at the pin with the smallest max-transition slack came out at approximately 700 ps. The power report lists cell-internal power as 0.739 mW.
metrics by stage:
step	area, um2	total power [mW]	worst slack (ps)	util [%]	hold slack (ps)
2_1_floorplan	1650	0.596	1970	-	419
3_3_place_gp	1860	0.697	1370	48.9	456
3_5_place_dp	1860	0.700	1390	48.9	462
4_1_cts	1960	1.00	1660	51.5	401
5_1_grt	1960	1.06	1510	51.5	433
6_report	1960	0.992	1670	51.5	393
metal layers:
layer / vias up / GRT usage [%]
li1: 567 / -
met2: 18 / 22.1
met5: - / 0
met1: 575 / 27.1
met3: 6 / 3.67
met4: 0 / 3.19
critical path, stage by stage, from the launching register on:
cell and delay, ps:
dfrtp_1 420, nand4_1 150, or4_4 510, o21ai_2 500, nor4_1 140, xor2_1 170
state kept, by name (all words and copies together), names as in the netlist:
| signal | flops |
|---|---|
| Count | 25 |
| LED_Out | 4 |
| Player_Number | 4 |
| Block | 1 |
| Buzzer_Enable | 1 |
| Timer_Start | 1 |
worst max path at each step:
stage                      endpoint  slack (ps)             startpoint  depth (start not counted)
CTS           Count[16]$_DFFE_PN0P_        1660  Count[11]$_DFFE_PN0P_                          5
global route  Count[18]$_DFFE_PN0P_        1510   Count[0]$_DFFE_PN0P_                          6
finish        Count[16]$_DFFE_PN0P_        1670  Count[12]$_DFFE_PN0P_                          5
power groups by stage:
stage	Combinational (mW)	Clock, mW	Sequential, mW
after CTS	0.183	0.308	0.511
after global routing	0.211	0.328	0.522
final	0.180	0.301	0.511
layout make-up:
class | instances | share of cell area [%]
Multi-Input combinational cell | 109 | 36.6
Sequential cell | 36 | 46.2
Inverter | 4 | 0.767
Clock buffer | 8 | 5.12
Timing Repair Buffer | 17 | 8.31
Tap cell | 48 | 3.07
cell usage after synthesis (3+ instances only):
| library cell | count |
|---|---|
| nand2b_1 | 4 |
| nor3b_1 | 3 |
| xnor2_1 | 12 |
| inv_1 | 4 |
| xor2_1 | 12 |
| nand3_1 | 11 |
| nor3_1 | 5 |
| nor2_1 | 9 |
| nand2_1 | 15 |
| dfrtp_1 | 34 |
| nand4_1 | 6 |
logic make-up (layout without fill, tap and decap cells):
family                     count (synthesis)  count (layout)  share of synthesized area, %
and+or+nand+nor                           71              71                          24.1
DFF                                       36              36                          54.8
xor gates and xnor gates                  24              24                          12.7
AOI/OAI and AO/OA                         12              12                          5.08
buffers and inverters                      6              29                          1.82
adders and majority gates                  1               1                         0.759
muxes                                      1               1                         0.683
Power and IR drop assume default switching activity.
