==> ./design.v <==
module Digitron_NumDisplay
(
	CLK, Set_Time,Player_Number, TimerH, TimerL, Digitron_Out, DigitronCS_Out,TimerH_Set ,
       TimerL_Set
);
	 input CLK;
     input Set_Time;
	 input [3:0]Player_Number;
	 input [3:0]TimerH;
	 input [3:0]TimerL;
     input [3:0]TimerH_Set;
     input [3:0]TimerL_Set;
	 output [7:0]Digitron_Out; 
	 output [3:0]DigitronCS_Out;
     parameter T1MS = 16'd50000;
	 reg [15:0]Count;
	 reg [1:0]cnt ;
	 always @ ( posedge CLK )
		begin	
			 if( Count == T1MS )
			 begin
				  Count <= 16'd0 ;
				  if(cnt == 2'b10)
						cnt <= 2'b00;
				  else 
						cnt <= cnt + 1'b1;					
			 end
			 else
				Count <= Count+1'b1;					 
	    end
	 reg [3:0]W_DigitronCS_Out ;
	 always@(cnt)
	 begin
			case (cnt)
			2'b00:
				W_DigitronCS_Out = 4'b1110 ;
			2'b01:
				W_DigitronCS_Out = 4'b1101 ;	
			2'b10:
				W_DigitronCS_Out = 4'b1011 ;				
			endcase
	 end
	 reg [3:0]SingleNum;
	 reg [7:0]W_Digitron_Out;
	 parameter _0 = 8'b0011_1111, _1 = 8'b0000_0110, _2 = 8'b0101_1011,
			 	 _3 = 8'b0100_1111, _4 = 8'b0110_0110, _5 = 8'b0110_1101,
			 	 _6 = 8'b0111_1101, _7 = 8'b0000_0111, _8 = 8'b0111_1111,
				 _9 = 8'b0110_1111,_10 = 8'b0000_0000; 
	always @(W_DigitronCS_Out or Set_Time or TimerH or TimerL or TimerH_Set or TimerL_Set or Player_Number) begin
		case (W_DigitronCS_Out)
			4'b1110: SingleNum = Set_Time ? TimerL_Set : TimerL;     
			4'b1101: SingleNum = Set_Time ? TimerH_Set : TimerH;    
			4'b1011: SingleNum = Player_Number;   
		endcase
		case (SingleNum)
			0:  W_Digitron_Out = _0;
			1:  W_Digitron_Out = _1;
			2:  W_Digitron_Out = _2;
			3:  W_Digitron_Out = _3;
			4:  W_Digitron_Out = _4;
			5:  W_Digitron_Out = _5;
			6:  W_Digitron_Out = _6;
			7:  W_Digitron_Out = _7;
			8:  W_Digitron_Out = _8;
			9:  W_Digitron_Out = _9;
			default: W_Digitron_Out = _10;   
		endcase
	 end
	assign Digitron_Out = W_Digitron_Out;
	assign DigitronCS_Out = W_DigitronCS_Out;
endmodule
==> ./run.sh <==
#!/bin/bash
# OpenROAD 26Q1-2900-gdf79404cd8, Yosys 0.63+post, stock flow scripts
make -C /OpenROAD-flow-scripts/flow DESIGN_CONFIG=/design/flow/config.mk WORK_HOME=/design/flow/orfs finish
==> ./config.mk <==
export PLATFORM = sky130hd
export DESIGN_NAME = Digitron_NumDisplay
export DESIGN_NICKNAME = Digitron_NumDisplay
export VERILOG_FILES = /design/flow/design.v
export SDC_FILE = /design/flow/constraint.sdc
export NUM_CORES = 4
export LEC_CHECK = 1
export CORE_AREA = 10 10 97 97
export DIE_AREA = 0 0 107 107
==> ./constraint.sdc <==
current_design Digitron_NumDisplay

set clk_period 4.1
set clk_io_pct 0.2

create_clock -name clk0 -period $clk_period [get_ports {CLK}]

set non_clock_inputs [all_inputs -no_clocks]
set_input_delay [expr $clk_period * $clk_io_pct] -clock clk0 $non_clock_inputs
set_output_delay [expr $clk_period * $clk_io_pct] -clock clk0 [all_outputs]
==> flow_summary.html <==
<h2>Implementation results</h2>
<table>
<tr><th>Metric</th><th>Value</th></tr>
<tr><th colspan="2">Route</th></tr>
<tr><td>ANT cells</td><td>0</td></tr>
<tr><td>Post-route ant nets</td><td>0</td></tr>
<tr><td>First-pass iteration count of the detailed router</td><td>4</td></tr>
<tr><td>Number of vias in the routed layout</td><td>1031</td></tr>
<tr><td>Drt drc</td><td>0</td></tr>
<tr><td>Number of violations reported at the end of detailed-routing iteration 0</td><td>29</td></tr>
<tr><td>DRT Wirelength</td><td>2670 um</td></tr>
<tr><td>Post-detailed-route wirelength per cell</td><td>about 9.7 um</td></tr>
<tr><td>Post-DR vias/cell</td><td>3.74</td></tr>
<tr><th colspan="2">STA</th></tr>
<tr><td>Fraction of the cycle the final worst path needs</td><td>0.935</td></tr>
<tr><td>Max Fclk</td><td>between 200 and 300 MHz</td></tr>
<tr><td>Final Max Tran Viols</td><td>0</td></tr>
<tr><td>Setup repair after global routing missed its margin</td><td>no</td></tr>
<tr><td>Worst slew margin relative to its limit</td><td>0.626</td></tr>
<tr><td>Measured slew at the worst slew-check pin</td><td>~560 ps</td></tr>
<tr><td>Final worst-path setup slack</td><td>~270 ps</td></tr>
<tr><td>Post-Route Skew</td><td>around 4.5 ps</td></tr>
<tr><td>Count of unclocked register or latch pins</td><td>3</td></tr>
<tr><td>Total of endpoints with negative setup slack in the final report</td><td>0</td></tr>
<tr><td>Final count of hold timing violations</td><td>0</td></tr>
<tr><td>Sum of negative setup slack</td><td>0 ps</td></tr>
<tr><td>Number of unconstrained endpoints</td><td>6</td></tr>
<tr><td>Final critical-path required period</td><td>roughly 3800 ps</td></tr>
<tr><th colspan="2">Synth</th></tr>
<tr><td>Synth Area in XOR/XNOR</td><td>0.0960</td></tr>
<tr><td>Multiplexer share of the synthesized area</td><td>0.110</td></tr>
<tr><td>Commonest register cell after synthesis</td><td>dfxtp_1</td></tr>
<tr><td>Synth cell types</td><td>35</td></tr>
<tr><td>Fraction of the mapped netlist area in adder cells</td><td>0.108</td></tr>
<tr><td>Cell count in the Yosys report</td><td>between 100 and 150</td></tr>
<tr><td>Yosys warns</td><td>1</td></tr>
<tr><td>Synthesized chip area reported by yosys</td><td>1280 um^2</td></tr>
<tr><td>Number of enable-type register cells in the synthesized netlist</td><td>2</td></tr>
<tr><td>Main kind of combinational logic by area</td><td>simple AND/OR/NAND/NOR gates</td></tr>
<tr><td>Post-synthesis cell type with the largest instance count</td><td>dfxtp_1</td></tr>
<tr><td>Most instantiated cells after synthesis</td><td>dfxtp_1, inv_1, nor2_1</td></tr>
<tr><td>Average cell area after synthesis</td><td>a little under 9 um^2</td></tr>
<tr><td>Share of flip-flops with an asynchronous set or reset</td><td>0</td></tr>
<tr><td>Number of storage elements in the synthesis netlist</td><td>21</td></tr>
<tr><td>Area fraction in and, or, nand and nor cells after synthesis</td><td>0.181</td></tr>
<tr><td>Syn Std Cell Area</td><td>between 1000 and 1500 um^2</td></tr>
<tr><td>Synth area leaders</td><td>dfxtp_1, ha_1, mux2i_1</td></tr>
<tr><td>Portion of synthesized cell area occupied by the leading cell type</td><td>0.251</td></tr>
<tr><td>Post-synthesis cell count</td><td>about 140</td></tr>
<tr><td>Cell type with the largest total area</td><td>dfxtp_1</td></tr>
<tr><td>Area share of and-or/or-and cells after synthesis</td><td>0.0930</td></tr>
<tr><th colspan="2">Cells and area</th></tr>
<tr><td>Core Util, Final</td><td>0.242</td></tr>
<tr><td>Design Area, Final</td><td>around 1800 um^2</td></tr>
<tr><td>Non-filler instance count after layout</td><td>between 200 and 300</td></tr>
<tr><td>Share of cells above drive strength 1</td><td>0.0904</td></tr>
<tr><td>Layout-stage area growth over the synthesis result</td><td>37.9%</td></tr>
<tr><td># fillers</td><td>between 800 and 900</td></tr>
<tr><th colspan="2">Pwr</th></tr>
<tr><td>Power per unit of standard cell area</td><td>approximately 200 nW/um^2</td></tr>
<tr><td>Total leakage power</td><td>0.701 nW</td></tr>
<tr><td>Maximum vdd ir drop</td><td>roughly 0.22 mV</td></tr>
<tr><th colspan="2">Place</th></tr>
<tr><td>GP Congestion</td><td>0.824</td></tr>
<tr><td>Half-perimeter wire length after detailed placement</td><td>between 2000 and 2500 um</td></tr>
<tr><td>Instance count after placement with tap cells included</td><td>about 270</td></tr>
<tr><td>Post-detailed-placement cell area</td><td>1700 um^2</td></tr>
<tr><td>Count of input and output buffers</td><td>31</td></tr>
<tr><td>Post-place setup slack</td><td>104 ps</td></tr>
<tr><th colspan="2">Worst setup path</th></tr>
<tr><td>Critical Setup Path Class</td><td>in -&gt; out</td></tr>
<tr><td>Gate family responsible for the most delay along the worst path</td><td>buffers and inverters</td></tr>
<tr><td>Crit-path max cell delay</td><td>480 ps</td></tr>
<tr><td>Critical path's most frequent cell</td><td>clkdlybuf4s50_1</td></tr>
<tr><td>Crit-path max FO</td><td>6</td></tr>
<tr><td>Crit path cell chain</td><td>clkdlybuf4s50_1 -&gt; mux2_2 -&gt; o22ai_1 -&gt; a22o_1 -&gt; buf_4 -&gt; ha_1 -&gt; mux2_1 -&gt; o21ai_0 -&gt; clkdlybuf4s50_1</td></tr>
<tr><td>Critical-path cell with the highest stage delay</td><td>clkdlybuf4s50_1</td></tr>
<tr><td>Number of buffers and inverters on the critical path</td><td>3</td></tr>
<tr><td>Endpoint class of the critical path</td><td>primary output</td></tr>
<tr><td>Critical Path RT</td><td>roughly 3300 ps</td></tr>
<tr><td>Critical Path Source Type</td><td>input port</td></tr>
<tr><td>Arrival time of data at the critical path endpoint</td><td>between 3000 and 4000 ps</td></tr>
<tr><th colspan="2">Clock network</th></tr>
<tr><td>Root Buffer Master</td><td>clkbuf_8</td></tr>
<tr><td>Num CTS Buffers</td><td>3</td></tr>
<tr><td>CTS tree</td><td>yes</td></tr>
<tr><td># Post-CTS Setup Buffers</td><td>0</td></tr>
<tr><td>Maximum count of clock buffers along a single path</td><td>2</td></tr>
<tr><td>Maximum level of the CTS H-tree</td><td>1</td></tr>
<tr><td>Clock-pin slew on the worst setup and hold paths</td><td>60 ps</td></tr>
<tr><td>Skew-Pair Late Insertion Delay</td><td>between 200 and 300 ps</td></tr>
<tr><th colspan="2">Floorplanning</th></tr>
<tr><td>Floorplan die height</td><td>between 100 and 150 um</td></tr>
<tr><td>Total core area</td><td>7290 um^2</td></tr>
<tr><td>Total I/O pin count</td><td>34</td></tr>
<tr><td>Number of placement rows</td><td>31</td></tr>
<tr><td>Initial standard-cell utilization of the core</td><td>0.175</td></tr>
<tr><td>Chip Footprint</td><td>about 11000 um^2</td></tr>
<tr><td>Die width</td><td>around 110 um</td></tr>
<tr><th colspan="2">Global route</th></tr>
<tr><td>Largest net degree at the start of global routing</td><td>12</td></tr>
<tr><td>Overall overflow remaining after global route</td><td>0</td></tr>
<tr><td>Global-route wire length before repair</td><td>4730 um</td></tr>
<tr><td>Number of antenna violations at the first check in global routing</td><td>0</td></tr>
<tr><td>GRT Overall Usage</td><td>0.0485</td></tr>
<tr><td>Via count of the first global-routing pass</td><td>1005</td></tr>
<tr><th colspan="2">Status</th></tr>
<tr><td>Status</td><td>complete, no violations</td></tr>
<tr><th colspan="2">Min path</th></tr>
<tr><td>Path type of the worst min-delay path</td><td>reg -&gt; reg</td></tr>
<tr><th colspan="2">Flow run</th></tr>
<tr><td>Tool warnings</td><td>33</td></tr>
<tr><td>Max-cap violations</td><td>0</td></tr>
</table>
-- cells in the final DEF (no fill, tap or decap), types with 4 or more instances in the layout --
cell type and n:
nor3_1 4, nand2_1 7, clkdlybuf4s50_1 30, ha_1 11, nand3_1 11, xnor2_1 8, inv_1 15, dfxtp_1 16
clkbuf_8 4, mux2i_1 8, nor2_1 15, xor2_1 6, buf_4 4
-- logic make-up after synthesis --
| family | after synthesis |
|---|---|
| flip-flops | 18 |
| latches | 3 |
| buffers and inverters | 20 |
| XOR/XNOR | 14 |
| AND/OR/NAND/NOR | 46 |
| adder cells (fa/ha/maj) | 11 |
| multiplexers | 13 |
| other | 2 |
| AND-OR/OR-AND | 16 |
-- registers in the layout, indices dropped and copies added (netlist names) --
| name | cells |
|---|---|
| cnt | 2 |
| W_DigitronCS_Out | 3 |
| Count | 16 |
-- layout make-up --
class	count	area, um^2	area share
clock buffers	4	55.1	0.0312
multi-input cells	102	758	0.430
inverters	15	56.3	0.0320
repair buffers	35	343	0.195
well taps	99	124	0.0703
flip-flops and latches	21	425	0.241
-- stage by stage --
step	total power [mW]	hold WS [ps]
floorplan	0.198	441
finish	0.352	484
global route	0.365	508
CTS	0.358	486
detailed placement	0.217	470
global placement	0.218	462
-- timing repair --
action                                  4_1_cts  5_1_grt
endpoints found under the hold margin         0        0
endpoints found under the setup margin        0        2
gates resized                                 0        1
hold buffers                                  0        0
-- path summary, 6_finish.rpt --
check                       from                    to  slack, ps  cells past startpoint
max reg2reg  Count[6]$_SDFF_PN0_  Count[15]$_SDFF_PN0_       2460                      5
min reg2reg  Count[0]$_SDFF_PN0_   Count[0]$_SDFF_PN0_        480                      1
min          Count[0]$_SDFF_PN0_   Count[0]$_SDFF_PN0_        480                      1
max                    TimerH[1]       Digitron_Out[0]        270                      9
-- worst reg2reg max path: stages, from the launching register on --
cell	delay, ps
dfxtp_1	400
nand3_1	200
nor4_1	530
nand3_1	180
xor2_1	160
nor2_1	50
-- power by group --
part | internal [mW] | total [mW] | switching [mW] | leakage [nW]
registers | 0.178 | 0.178 | 0 | 0.175
clock network | 0.0851 | 0.138 | 0.0530 | 0.0288
logic | 0.0260 | 0.0359 | 0.00987 | 0.498
-- per-layer routing --
metal / vias up / share of wire / global-route usage / routed length [um]
met3: 0 / 0.060 / 0.0133 / 161
li1: 546 / - / - / -
met4: 0 / 0 / 0.000967 / 0
met2: 33 / 0.38 / 0.0737 / 1000
met5: - / 0 / 0 / 0
met1: 452 / 0.56 / 0.0708 / 1500
Power figures rest on the tool's default switching activity, not on a simulated workload.
